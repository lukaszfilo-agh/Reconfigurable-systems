--- ./config.mk ---
export PLATFORM = sky130hd
export DESIGN_NAME = vis_centroid_cross
export DESIGN_NICKNAME = vis_centroid_cross
export VERILOG_FILES = /design/flow/design.v
export SDC_FILE = /design/flow/constraint.sdc
export NUM_CORES = 4
export LEC_CHECK = 1
export CORE_UTILIZATION = 30
--- ./design.v ---
`timescale 1ns / 1ps
module vis_centroid_cross #(
    parameter IMG_H = 64,
    parameter IMG_W = 64
)
(
    input [10:0] x,
    input [10:0] y,
    input clk,
    input de_in,
    input h_sync_in,
    input v_sync_in,
    input [23:0] pixel_in,
    output de_out,
    output h_sync_out,
    output v_sync_out,
    output [23:0] pixel_out
);
wire [7:0] R;
wire [7:0] G;
wire [7:0] B;
assign R = pixel_in[23:16];
assign G = pixel_in[15:8];
assign B = pixel_in[7:0];
reg [10:0] x_pos = 0;
reg [10:0] y_pos = 0;
reg prev_vsync;
always @(posedge clk)
begin  
    prev_vsync <= v_sync_in;
    if (v_sync_in == 1)
    begin
        x_pos <= 0;
        y_pos <= 0;
    end
    if (de_in == 1)
    begin
        x_pos <= x_pos + 1;
        if (x_pos == IMG_W - 1)
        begin
            x_pos <= 0;
            y_pos <= y_pos + 1;
            if (y_pos == IMG_H - 1)
            begin
                y_pos <= 0;
            end
        end
    end
end
assign pixel_out[23:16] = ((x_pos == x || y_pos == y) ?  (255) : (R));
assign pixel_out[15:8] = ((x_pos == x || y_pos == y) ?  (0): (G));
assign pixel_out[7:0] = ((x_pos == x || y_pos == y) ?  (0): (B));
assign de_out = de_in;
assign h_sync_out = h_sync_in;
assign v_sync_out = v_sync_in;
endmodule
--- ./run.sh ---
#!/bin/bash
# OpenROAD 26Q1-2900-gdf79404cd8, Yosys 0.63+post, stock flow scripts
make -C /OpenROAD-flow-scripts/flow DESIGN_CONFIG=/design/flow/config.mk WORK_HOME=/design/flow/orfs finish
--- ./constraint.sdc ---
current_design vis_centroid_cross

set clk_period 2.6
set clk_io_pct 0.2

create_clock -name clk0 -period $clk_period [get_ports {clk}]

set non_clock_inputs [all_inputs -no_clocks]
set_input_delay [expr $clk_period * $clk_io_pct] -clock clk0 $non_clock_inputs
set_output_delay [expr $clk_period * $clk_io_pct] -clock clk0 [all_outputs]
==> results.sh <==
# implementation run metrics
export IMPL_cp_cell_sequence="dlygate4sd2_1 > xnor2_1 > nand4_1 > nor3_4 > buf_6 > buf_16 > buf_4 > nor3b_2 > dlygate4sd2_1"
export IMPL_rrSetupSlack_ns=0.64
export IMPL_rr_endpoint="y_pos[10]"
export IMPL_hold_path_end="y_pos[8]"
export IMPL_hold_viol=0
export IMPL_pwr_share_seq_pct=47.3
export IMPL_grt_pass1_wl_mm=7.859
export IMPL_synth_xor_area_share_pct=16.32
export IMPL_startpoint_type="primary input"
export IMPL_r2r_cells=4
export IMPL_grt_pass1_vias=1637
export IMPL_switching_share_pct=23.86
export IMPL_critPathRequiredTime_ns=2.08
export IMPL_top_area_share_pct=19.85
export IMPL_synth_async_sr_flop_share_pct=0
export IMPL_clk_pin_slew_ns=0.08
export IMPL_cp_depth=9
export IMPL_finalSetupTns_ns=0
export IMPL_synth_top_cell_by_area="edfxtp_1"
export IMPL_io_buffers=74
export IMPL_ant_nets=0
export IMPL_rsz0062_at_grt="yes"
export IMPL_ys_cells=188
export IMPL_grt_util_met1_pct=23.62
export IMPL_cpMostUsedCell="dlygate4sd2_1"
export IMPL_wl_mm=4.961
export IMPL_p_leak_uw=0.001281
export IMPL_cts_buffer_depth=2
export IMPL_tool_warnings=27
export IMPL_rows=26
export IMPL_timing_final_crit_period_ns=2.530
export IMPL_mux_area_share_pct=0
export IMPL_drive_above_1_share_pct=23.78
export IMPL_fmax_ghz=0.3953
export IMPL_status="completed"
export IMPL_path_buffers=5
export IMPL_grt_max_degree=20
export IMPL_grtUsageTotal_pct=16.99
export IMPL_met2_usage_pct=28.74
export IMPL_use_met3_pct=2.798
export IMPL_crit_type="in -> out"
export IMPL_cp_end_kind="output port"
export IMPL_cp_arrival_ns=2.01
export IMPL_synth_chip_area_um2=1664
export IMPL_flop_cell="edfxtp_1"
export IMPL_die_area_um2=5849
export IMPL_overflow=0
export IMPL_synth_distinct_cells=36
export IMPL_synth_edff_count=11
export IMPL_fin_skew_ns=0.001956
export IMPL_syn_avg_cell_area_um2=8.852
export IMPL_yosys_warnings=1
export IMPL_via_per_inst=4.843
export IMPL_fp_util_pct=31.77
export IMPL_die_w_um=76.48
export IMPL_reg2reg_from="x_pos[7]"
export IMPL_netlist_top_cells_area="edfxtp_1 20%, xnor2_1 14%, dfxtp_1 13%"
export IMPL_drt_pre_antenna_iters=4
export IMPL_postSynthSeqShare_pct=33.08
export IMPL_power_share_clock_pct=25.2
export IMPL_p_sw_uw=201.0
export IMPL_slew_viol_final=0
export IMPL_max_stage_delay_ns=0.25
export IMPL_power_density_nw_per_um2=286.7
export IMPL_cp_max_fo=6
export IMPL_cts_hold_buffers_added=0
export IMPL_ys_sh_adder_pct=1.504
export IMPL_synthCells=188
export IMPL_cts_tree="yes"
export IMPL_relSlewSlack_pct=74.06
export IMPL_fillers=432
export IMPL_cts_max_level=1
export IMPL_logic_area_um2=1124
export IMPL_cp_slowest_cell="dlygate4sd2_1"
export IMPL_dp_hpwl_mm=3.256
export IMPL_clock_sinks=22
export IMPL_p_int_uw=641.6
export IMPL_p_comb_share_pct=27.5
export IMPL_clk_latency_ns=0.26
export IMPL_synth_flops=22
export IMPL_top_logic_kind="simple AND/OR/NAND/NOR gates"
export IMPL_period_used_pct=97.29
export IMPL_globalplace_congestion=0.8015
export IMPL_core_region_area_um2=5238
export IMPL_first_iter_violations=31
export IMPL_areaGrowthSynthToFinish_pct=76.62
export IMPL_antenna_found_initial=0
export IMPL_drc=0
export IMPL_synth_compound_area_share_pct=9.624
export IMPL_dieHeight_um=76.48
export IMPL_finalSetupViolations=0
export IMPL_utilization_pct=56.12
export IMPL_synth_area_um2=1664
export IMPL_grt_busiest_layer="met2"
export IMPL_hold_class="reg -> reg"
export IMPL_cts_buffers=3
export IMPL_num_vias=1724
export IMPL_simple_gate_share_pct=33.46
export IMPL_cap_violations=0
export IMPL_diodes=0
export IMPL_ir_drop_mv=0.3158
export IMPL_critPathTopFamily="buffers and inverters"
export IMPL_io_pins=77
export IMPL_worst_slew_pin_slew_ns=0.3849
export IMPL_regArea_um2=555.5
export IMPL_cts_root_buf="clkbuf_8"
export IMPL_min_from="y_pos[8]"
export IMPL_whs_path_depth=2
export IMPL_routedWlPerCell_um=13.94
==> worst max path at each step <==
stage | from | to | slack [ns]
CTS | y[10] | pixel_out[23] | -0.02
global route | y[9] | pixel_out[6] | -0.02
finish | x[2] | pixel_out[11] | 0.07
==> metrics by stage <==
step | power (uW) | instances | setup slack [ns] | area, um^2 | hold WS [ns]
3_5_place_dp | 630.2 | 326 | -0.2303 | 2502 | 0.5108
3_3_place_gp | 630.1 | 326 | -0.2113 | 2502 | 0.5059
6_report | 842.7 | 356 | 0.07050 | 2939 | 0.5226
5_1_grt | 888.2 | 356 | -0.01502 | 2939 | 0.5781
4_1_cts | 842.9 | 345 | -0.02371 | 2789 | 0.5292
2_1_floorplan | 497.4 | 188 | 0.6035 | 1664 | 0.4750
==> power groups by stage <==
stage	clock network, uW	logic, uW	registers (uW)
finish	212	231	399
global route	238	250	401
CTS	220	222	400
==> timing repair <==
action / in CTS / in global routing
pin swaps: 23 / 8
setup buffers: 13 / 11
resized: 60 / 30
cloned: 4 / 1
endpoints found under the setup margin: 24 / 22
==> cells in the final DEF (no fill, tap or decap), drive strengths merged, types with 3 or more instances in the layout <==
cell type / Yosys / final
xnor2: 26 / 26
o21ai: 4 / 4
nand4: 10 / 10
and2: 5 / 5
nand3: 9 / 9
nor2: 13 / 13
dlygate4sd2: 0 / 15
dfxtp: 11 / 11
nand2: 10 / 10
nor3: 3 / 3
xor2: 5 / 5
or3: 10 / 10
dlymetal6s2s: 0 / 15
a21oi: 5 / 5
inv: 6 / 6
clkdlybuf4s15: 0 / 10
buf: 7 / 35
nor3b: 17 / 17
clkdlybuf4s50: 0 / 32
edfxtp: 11 / 11
and3: 6 / 6
a31oi: 7 / 7
clkbuf: 6 / 3
==> worst register-to-register path, stage by stage (launching register included) <==
cell and delay [ns]:
edfxtp_1 0.44, buf_4 0.19, or3b_4 0.41, o41a_1 0.43, a221o_1 0.38
==> state kept, by name, indices dropped and copies added, names as in the netlist <==
signal  count
x_pos      11
y_pos      11
==> metal layers <==
layer	wire (um)	vias up
met2	2269	76
met4	62	0
met5	0	-
met3	342	6
li1	-	877
met1	2287	765
==> synth_stat cells (3+ instances only) <==
master	n
xnor2_1	26
nand2_1	10
nor3_1	3
inv_1	6
nand3_1	9
a31oi_1	7
nor2_1	13
or3_1	9
nand4_1	9
and2_1	5
o21ai_0	4
dfxtp_1	11
nor3b_1	17
and3_1	6
xor2_1	5
clkbuf_1	6
edfxtp_1	11
buf_4	3
a21oi_1	5
==> cell type report <==
cell class                 count  area share (%)
tap                           70           2.980
sequential                    22           18.90
clock inverter                 1          0.1277
clock buffer                   3           1.405
inverter                       6          0.7663
multi-input combinational    147           38.23
timing repair buffer         107           37.59
==> logic make-up after synthesis <==
kind of cell	after synthesis
xor gates and xnor gates	31
DFF	22
AOI/OAI and AO/OA	23
and+or+nand+nor	91
buffers and inverters	19
adders and majority gates	2
No activity file was given, so power comes from the tool's default toggle rates.

==> design/flow/run.sh <==
#!/bin/bash
# OpenROAD 26Q1-2900-gdf79404cd8, Yosys 0.63+post, stock flow scripts
make -C /OpenROAD-flow-scripts/flow DESIGN_CONFIG=/design/flow/config.mk WORK_HOME=/design/flow/orfs finish
==> design/flow/design.v <==
`timescale 1ns / 1ps
module vis_centroid_circle #(
    parameter IMG_H = 64,
    parameter IMG_W = 64
)
(
    input [10:0] x,
    input [10:0] y,
    input clk,
    input de_in,
    input h_sync_in,
    input v_sync_in,
    input [23:0] pixel_in,
    output de_out,
    output h_sync_out,
    output v_sync_out,
    output [23:0] pixel_out
);
wire [7:0] R;
wire [7:0] G;
wire [7:0] B;
assign R = pixel_in[23:16];
assign G = pixel_in[15:8];
assign B = pixel_in[7:0];
reg [10:0] x_pos = 0;
reg [10:0] y_pos = 0;
reg prev_vsync;
reg [7:0] R_reg;
reg [7:0] G_reg;
reg [7:0] B_reg;
always @(posedge clk)
begin
    R_reg <= R;
    G_reg <= G;
    B_reg <= B;
    prev_vsync <= v_sync_in;
    if (v_sync_in == 1)
    begin
        x_pos <= 0;
        y_pos <= 0;
    end
    if (de_in == 1)
    begin
        x_pos <= x_pos + 1;
        if (x_pos == IMG_W - 1)
        begin
            x_pos <= 0;
            y_pos <= y_pos + 1;
        end
    end
    if ((x_pos == x) && ((y_pos == y + 3) || (y_pos == y - 3)))
    begin
        R_reg <= 255;
        G_reg <= 0;
        B_reg <= 0;
    end
    if ((y_pos == y + 2) || (y_pos == y - 2))
    begin
        if ((x_pos > x-3) && (x_pos < x+3))
        begin
            R_reg <= 255;
            G_reg <= 0;
            B_reg <= 0;
        end
    end
    if ((y_pos == y + 1) || (y_pos == y - 1))
    begin
        if ((x_pos > x-3) && (x_pos < x+3))
        begin
            R_reg <= 255;
            G_reg <= 0;
            B_reg <= 0;
        end
    end
    if (y_pos == y)
    begin
        if ((x_pos > x-4) && (x_pos < x+4))
        begin
            R_reg <= 255;
            G_reg <= 0;
            B_reg <= 0;
        end
    end
    if ((x_pos == x) && ((y_pos - y) < 3) && ((y - y_pos) < 3))
    begin
        R_reg <= 255;
        G_reg <= 0;
        B_reg <= 0;
    end
    if (((x_pos - x) == 1) && ((y_pos - y) < 2) && ((y - y_pos) < 2))
    begin
        R_reg <= 255;
        G_reg <= 0;
        B_reg <= 0;
    end
    if ((y_pos == y) && ((x_pos - x) < 3) && ((x - x_pos) < 3))
    begin
        R_reg <= 255;
        G_reg <= 0;
        B_reg <= 0;
    end
end
assign pixel_out[23:16] = R_reg;
assign pixel_out[15:8] = G_reg;
assign pixel_out[7:0] = B_reg;
assign de_out = de_in;
assign h_sync_out = h_sync_in;
assign v_sync_out = v_sync_in;
endmodule
==> design/flow/constraint.sdc <==
current_design vis_centroid_circle

set clk_period 6.2
set clk_io_pct 0.2

create_clock -name clk0 -period $clk_period [get_ports {clk}]

set non_clock_inputs [all_inputs -no_clocks]
set_input_delay [expr $clk_period * $clk_io_pct] -clock clk0 $non_clock_inputs
set_output_delay [expr $clk_period * $clk_io_pct] -clock clk0 [all_outputs]
==> design/flow/config.mk <==
export PLATFORM = sky130hd
export DESIGN_NAME = vis_centroid_circle
export DESIGN_NICKNAME = vis_centroid_circle
export VERILOG_FILES = /design/flow/design.v
export SDC_FILE = /design/flow/constraint.sdc
export NUM_CORES = 4
export LEC_CHECK = 1
export CORE_UTILIZATION = 50
==> qor.txt <==
type of origin of the critical path -> input port
Top-area cell share -> 0.169
number of diodes -> 0
die area -> 14700 um2
GRT Util Overall -> 0.294
crit path DAT -> 5.91 ns
pre-CTS setup slack -> 0.348 ns
first-pass GRT wire length -> 33.4 mm
Unique masters post-synth -> 75
post-CTS resize count -> 0
# Cells Yosys -> 942
# rows -> 43
synthesized area per cell -> 7.53 um2
Yosys Warn Count -> 1
Final period util -> 0.929
FP Util -> 0.511
Complex Gates by Area -> 0.210
setup ws final -> 0.441 ns
OpenROAD warnings -> 58
Multi-input gate area -> 5580 um2
drt first pass iters -> 5
routability cong. -> 0.957
list of most frequent post-synthesis cells -> ha_1 (96), nor2_1 (85), xnor2_1 (68), inv_1 (61), nand2_1 (59)
Max Freq -> 174 MHz
max-capacitance violation count -> 0
H-tree depth -> 2
largest net degree at the start of global routing -> 25
RSZ-0062 raised after global routing -> no
routed wire length -> 21.1 mm
P_leak -> 3.20 nW
GR Overflow Total -> 0
Routed Antenna Nets -> 0
Worst Setup End Kind -> flip-flop
ys flop type -> dfxtp_1
HPWL Detailed -> 16.9 mm
Top logic family -> simple AND/OR/NAND/NOR gates
Vias -> 7003
Synth Area in XOR/XNOR -> 0.104
post-synth area from yosys stat -> 7090 um2
fraction of layout cells with a size suffix above 1 -> 0.0347
final setup violation count -> 0
Least-Margin Pin Slew -> 0.962 ns
Area Overhead vs Synth -> 13.4%
CTS tree -> done
met1 Use GR -> 0.406
Fin Hold WS -> 0.521 ns
crit path DRT -> 6.35 ns
via/cell ratio -> 6.04
Setup CP Type -> in -> reg
DRC -> 0
Core Region -> 13900 um2
initial antenna violation count -> 0
Adder Share, Synth -> 0.181
setup bufs post-CTS -> 0
Tightest Hold Check Type -> reg -> reg
worst-case clock skew -> 0.00643 ns
met2 Usage GRT -> 0.488
1st-iter DRT viols -> 529
Post-synth ARST share -> 0
Register Area -> 1030 um2
Clock transition at path regs -> 0.06 ns
Post-synth mux share -> 0.0272
FF+latch count, synth -> 46
Final Power -> 1.14 mW
Basic Gates by Area -> 0.265
WL per Instance -> 18.2 um
met3 Track Usage GR -> 0.0566
I/O pin cnt -> 77
Slew headroom -> 0.342
Vert. Die Dim -> 121 um
vias in the first global route -> 6508
power density over the cells -> 142 nW/um2
Fin. Hold Viols -> 0
fin crit period -> 5.76 ns
Root Driver -> clkbuf_16
Die W -> 121 um
clock tree buffer depth -> 2
final instance area -> 8050 um2
Seq share, synth -> 0.145
most frequent cell after synthesis -> ha_1
CTS Hold Bufs -> 0
Largest regs -> x_pos (11), y_pos (11)
max-slew violation count -> 0
CTS buffer count -> 5
CP max FO -> 24
clock sink count -> 46
IO Port Bufs -> 74
Synth Cell Area -> 7090 um2
biggest area cells -> ha_1 (17%), dfxtp_1 (9.9%), xnor2_1 (8.4%)
Post-Place Cell Area -> 7880 um2
Layout fillers -> 1261
status -> complete, no violations
Gate Count Post-Synth -> 942
EDFF count, synth -> 11
Max VDD drop -> 0.0000972 V
gr busiest metal -> met2
setup TNS -> 0 ns
Synth area leader -> ha_1
Insertion Delay late pin -> 0.29 ns
## report_power, final
group	total (mW)	internal [mW]	switching (mW)
clock	0.300	0.190	0.111
combinational	0.497	0.216	0.281
sequential	0.346	0.324	0.0217
## worst max-delay path, stage by stage
cell             delay, ns
clkdlybuf4s50_1       0.73
inv_1                 0.18
ha_1                  0.60
nand4_1               0.35
nor4_1                0.60
buf_4                 0.21
o2bb2ai_1             0.07
nor2_1                0.11
o21ai_0               0.09
a2111oi_0             0.86
buf_4                 0.23
and4bb_2              0.53
nor3b_1               0.11
## final cells by class
class / instances / share of cell area
clock buffers: 5 / 0.0155
clock inverters: 3 / 0.00560
inverters: 63 / 0.0294
multi-input cells: 780 / 0.694
flip-flops and latches: 46 / 0.128
well taps: 180 / 0.0280
repair buffers: 82 / 0.0995
## per-stage QoR
stage | std cells | util
CTS | 1159 | 0.580
finish | 1159 | 0.580
detailed placement | 1151 | 0.567
floorplan | 942 | -
global route | 1159 | 0.580
global placement | 1151 | 0.567
## worst paths after layout
check,startpoint,to,slack (ns),cells past startpoint
max reg2reg,x_pos[5],B_reg[1],1.68,11
max,x[8],B_reg[1],0.44,13
min,y_pos[0],y_pos[0],0.52,2
min reg2reg,y_pos[0],y_pos[0],0.52,2
## logic make-up after synthesis
| logic type | count (synthesis) |
|---|---|
| muxes | 19 |
| AOI/OAI and AO/OA | 222 |
| xor gates and xnor gates | 84 |
| and+or+nand+nor | 355 |
| buffers and inverters | 116 |
| DFF | 46 |
| adders and majority gates | 100 |
## cell usage in the layout (no fill, tap or decap), types with 5 or more instances in the layout
| cell | Yosys | layout |
|---|---|---|
| nand2_1 | 59 | 59 |
| clkbuf_16 | 0 | 5 |
| nor2_1 | 85 | 85 |
| a21o_1 | 12 | 12 |
| nor3_1 | 34 | 34 |
| a211oi_1 | 15 | 15 |
| xnor2_1 | 68 | 68 |
| o211ai_1 | 10 | 10 |
| inv_1 | 61 | 61 |
| or4_1 | 6 | 6 |
| or3_1 | 15 | 15 |
| xor2_1 | 16 | 16 |
| o21a_1 | 8 | 8 |
| o21ai_0 | 46 | 46 |
| o2111ai_1 | 10 | 10 |
| o21bai_1 | 5 | 5 |
| and3_1 | 17 | 17 |
| nor4_1 | 14 | 14 |
| nor3b_1 | 18 | 18 |
| nand4_1 | 21 | 21 |
| or2_2 | 5 | 5 |
| a211o_1 | 6 | 6 |
| dfxtp_1 | 35 | 35 |
| clkdlybuf4s50_1 | 0 | 74 |
| o221ai_1 | 5 | 5 |
| mux2i_1 | 17 | 17 |
| nand3_1 | 29 | 29 |
| a21oi_1 | 48 | 48 |
| buf_4 | 3 | 8 |
| edfxtp_1 | 11 | 11 |
| a31oi_1 | 12 | 12 |
| ha_1 | 96 | 96 |
| nor2b_1 | 14 | 14 |
| nand2b_1 | 12 | 12 |
## per-layer routing
layer | routed length (um) | vias up
met5 | 0 | -
met3 | 1410 | 26
met4 | 311 | 0
met2 | 10100 | 220
li1 | - | 3493
met1 | 9310 | 3264
Power is estimated from default activity; no workload was simulated.
